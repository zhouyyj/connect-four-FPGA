[flow/design.v]
module InputProcessor (
    input clk,               
    input [2:0] switches,    
    input confirm_key1,       
input confirm_key2,
    input reset_key,       
    output reg [2:0] column, 
    output reg confirm1,       
output reg confirm2,
    output reg reset        
);
    always @(posedge clk) begin
        column <= switches; 
    end
    always @(posedge clk) begin
        confirm1 <= !confirm_key1; 
	confirm2 <= !confirm_key2;
        reset <= !reset_key;      
    end
endmodule
module TopLevelModule(
    input clk,                    
    input [2:0] switches,        
    input confirm_key1,   
input confirm_key2,     
    input reset_key,            
    output [1:0] player_led,     
    output [1:0] winner_led           
);
    wire [2:0] column_select;
    wire confirm_move1;
wire confirm_move2;
    wire reset_game;
    wire [1:0] current_player;
    wire game_over;
    InputProcessor input_proc(
        .clk(clk),
        .switches(switches),
        .confirm_key1(confirm_key1),
        .confirm_key2(confirm_key2),
        .reset_key(reset_key),
        .column(column_select),
        .confirm1(confirm_move1),
.confirm2(confirm_move2),
        .reset(reset_game)
    );
    control control_unit(
        .clk(clk),
        .reset(reset_game),
        .column_select(column_select),
        .confirm_move1(confirm_move1),
        .confirm_move2(confirm_move2),
        .current_player(current_player),
        .game_over(game_over), .winner(winner_led)
    );
    assign player_led = current_player;
endmodule
module control(
    input clk,                 
    input reset,               
    input [2:0] column_select, 
    input confirm_move1,
    input confirm_move2,       
    output reg [1:0] current_player, 
    output reg game_over,      
	 output [1:0] winner
);
    parameter IDLE_STATE = 3'b000,
              PLAYER1_TURN = 3'b001,
              PLAYER2_TURN = 3'b010,
              CHECK_MOVE = 3'b011,
				  win_state = 3'b100;
    reg [2:0] state = IDLE_STATE; 
wire confirm_move = (current_player==2'b01)?confirm_move1:confirm_move2;
    wire [1:0]win;
    gameLogic game_logic(
        .clk(clk),
        .reset(reset),
        .column(column_select),
        .player(current_player == 2'b01), 
        .confirm_move(confirm_move),
        .win(win),
		  .winner(winner)
    );
    always @(posedge clk or posedge reset) begin
        if (reset) begin
            state <= IDLE_STATE;
            current_player <= 2'b01;  
            game_over <= 0;
        end
        else begin
            case (state)
                IDLE_STATE: begin
                    if (confirm_move) begin
                        state <= CHECK_MOVE;
                    end
                end
                PLAYER1_TURN: begin
                    if (confirm_move) begin
                        state <= CHECK_MOVE;
                    end
                end
                PLAYER2_TURN: begin
                    if (confirm_move) begin
                        state <= CHECK_MOVE;
                    end
                end
                CHECK_MOVE: begin
                    if (win) begin
                        state <= win_state; 
                    end else begin
                        current_player <= (current_player == 2'b01) ? 2'b10 : 2'b01;
                        state <= (current_player == 2'b01) ? PLAYER1_TURN : PLAYER2_TURN;
                    end
                end
					 win_state: begin
					 game_over <= 1; 
					 end
                default: state <= IDLE_STATE;
            endcase
        end
    end
endmodule
module demo(input CLOCK_50, input [2:0]SW, input [2:0]KEY, output [6:0]HEX0, output [6:0]HEX2 );
wire [1:0] player;
wire [1:0] gameover;
wire [1:0] winner;
TopLevelModule top(CLOCK_50, SW[2:0],KEY[2], KEY[1], KEY[0], player, winner);
hex_decoder hex0(player, HEX0);
hex_decoder hex1(winner, HEX2);
endmodule
module hex_decoder(c, display);
	input[3:0] c;
	output[6:0] display;
	wire m1, m2, m3, m4, m5, m6, m7, m8, m9, m10, m11, m12, m13, m14, m15;
	assign a = c[3];
	assign b = c[2];
	assign c1 = c[1];
	assign d = c[0];
	assign m0 = ~a & ~b & ~c1 & ~d;
	assign m1 = ~a & ~b & ~c1 & d;
	assign m2 = ~a & ~b & c1 & ~d;
	assign m3 = ~a & ~b & c1 & d;
	assign m4 = ~a & b & ~c1 & ~d;
	assign m5 = ~a & b & ~c1 & d;
	assign m6 = ~a & b & c1 & ~d;
	assign m7 = ~a & b & c1 & d;
	assign m8 = a & ~b & ~c1 & ~d;
	assign m9 = a & ~b & ~c1 & d;
	assign m10 = a & ~b & c1 & ~d;
	assign m11 = a & ~b & c1 & d;
	assign m12 = a & b & ~c1 & ~d;
	assign m13 = a & b & ~c1 & d;
	assign m14 = a & b & c1 & ~d;
	assign m15 = a & b & c1 & d;
	assign display[0] = m1 | m4 | m11 | m13;
	assign display[1] = m5 | m6 | m11 | m12 | m14 | m15;
	assign display[2] = m2 | m12 | m14 | m15;
	assign display[3] = m1 | m4 | m7 | m9 | m10 | m15;
	assign display[4] = m1 | m3 | m4 | m5 | m7 | m9;
	assign display[5] = m1 | m2 | m3 | m7 | m13;
	assign display[6] = m0 | m1 | m7 | m12;
endmodule
module gameLogic(
    input clk,                
    input reset,             
    input [2:0] column,      
    input player,             
    input confirm_move,       
    output reg [1:0] win,          
	 output reg [1:0] winner
);
    reg [1:0] grid[6:0][5:0]; 
reg token_placed;
    integer i, j;
    initial begin
        for (i = 0; i < 7;i = i + 1) begin
            for (j = 0; j < 6; j=j+1) begin
                grid[i][j] = 2'b00;
            end
        end
    end
function automatic [1:0] checkWin(input [1:0] playerToken);
    integer col, row, count, i;
begin
    checkWin = 2'b00;
    for (row = 0; row < 6; row = row + 1) begin
        count = 0;
        for (col = 0; col < 7; col = col + 1) begin
            if (grid[col][row] == playerToken) begin
                count = count + 1;
                if (count == 4) begin
                    checkWin = 2'b01;
                end
            end else count = 0;
        end
    end
    for (col = 0; col < 7; col = col + 1) begin
        count = 0;
        for (row = 0; row < 6; row = row + 1) begin
            if (grid[col][row] == playerToken) begin
                count = count + 1;
                if (count == 4) begin
                    checkWin = 2'b01;
                end
            end else count = 0;
        end
    end
    for (row = 0; row < 3; row = row + 1) begin
        for (col = 0; col < 4; col = col + 1) begin
            count = 0;
            for (i = 0; i < 4; i = i + 1) begin
                if (grid[col + i][row + i] == playerToken) begin
                    count = count + 1;
                    if (count == 4) begin
                        checkWin = 2'b01;
                    end
                end else count = 0;
            end
        end
    end
    for (row = 3; row < 6; row = row + 1) begin
        for (col = 0; col < 4; col = col + 1) begin
            count = 0;
            for (i = 0; i < 4; i = i + 1) begin
                if (grid[col + i][row - i] == playerToken) begin
                    count = count + 1;
                    if (count == 4) begin
                        checkWin = 2'b01;
                    end
                end else count = 0;
            end
        end
end
    end
endfunction
    always @(posedge confirm_move or posedge reset) begin
        if (reset) begin
            for (i = 0; i < 7;i = i + 1) begin
                for (j = 0; j < 6; j=j+1) begin
                    grid[i][j] = 2'b00;
                end
            end
            win <= 0;
				winner <=0;
        end else if (confirm_move) begin
        token_placed = 0;
        for (j = 0; j < 6 && !token_placed; j = j + 1) begin
            if (grid[column][j] == 2'b00) begin
                grid[column][j] = player ? 2'b01 : 2'b10;
                token_placed = 1; 
                win = checkWin(player ? 2'b01 : 2'b10);
					 winner = win[0]?(player ? 2'b01 : 2'b10):0;
            end
        end
    end
end
endmodule
[flow/config.mk]
export PLATFORM = sky130hd
export DESIGN_NAME = demo
export DESIGN_NICKNAME = demo
export VERILOG_FILES = /design/flow/design.v
export SDC_FILE = /design/flow/constraint.sdc
export NUM_CORES = 4
export LEC_CHECK = 1
export CORE_UTILIZATION = 30
export SYNTH_HDL_FRONTEND = slang
[flow/run.sh]
#!/bin/bash
# OpenROAD 26Q1-2900-gdf79404cd8, Yosys 0.63+post, stock flow scripts
make -C /OpenROAD-flow-scripts/flow DESIGN_CONFIG=/design/flow/config.mk WORK_HOME=/design/flow/orfs finish
[flow/constraint.sdc]
current_design demo

set clk_period 6.5
set clk_io_pct 0.2

create_clock -name clk0 -period $clk_period [get_ports {CLOCK_50}]

set non_clock_inputs [all_inputs -no_clocks]
set_input_delay [expr $clk_period * $clk_io_pct] -clock clk0 $non_clock_inputs
set_output_delay [expr $clk_period * $clk_io_pct] -clock clk0 [all_outputs]
==> GITHUB_STEP_SUMMARY <==
### Flow metrics

| Metric | Value |
|---|---|
| Status | finished, final reports clean |
| Initial antenna violation count | 3 |
| Area Growth Syn to Fin | 8.50% |
| First-pass GRT wire length | 131 mm |
| Insertion Delay late pin | 0.24 ns |
| Wirelength per Cell | around 30 µm |
| Top FF cell, synth | dfrtp_1 |
| Register area share after synthesis | 14.7% |
| Worst Hold Class | flip-flop to asynchronous set/reset pin |
| Final HPWL DP | 71.4 mm |
| Number of setup buffers added after CTS | 0 |
| Worst VDD drop | 0.000481 V |
| Endpoints left unconstrained | 94 |
| CP Capture Type | output pin |
| DRC viols | 0 |
| F_max | 283 MHz |
| Slew @ Worst Pin | 1.17 ns |
| Slew Limit Fails | 0 |
| Tool Warnings | 52 |
| Worst Setup SP | top.control_unit.current_player[0]$_DFFE_PP1P_ |
| Port bufs | 18 |
| Initial DRT Pass Iterations | 6 |
| Startpoint Class | flip-flop |
| Top cells, area | dfrtp_1 14%, ha_1 13%, nor2_1 6.2% |
| Final min period | approximately 3.5 ns |
| Gpl congestion | 1.07 |
| Design Power | 0.00722 W |
| Core Footprint | 0.0553 mm² |
| Die Span Y | 239 µm |
| Fin. Hold Viols | 0 |
| CP required | 5.20 ns |
| Routed Antenna Nets | 0 |
| Pre-CTS WS | 3.23 ns |
| Hold buffers post-CTS | 0 |
| Clock Root Buffer | clkbuf_16 |
| Overall Global Routing Usage | 32.7% |
| Die area | around 0.057 mm² |
| Worst R2R Start | top.control_unit.current_player[0]$_DFFE_PP1P_ |
| CTS max path bufs | 2 |
| CTS tree | yes |
| Setup TNS | 0 ns |
| Routed WL | around 92 mm |
| Core Util at FP | 30.5% |
| Synth area leader | dfrtp_1 |
| Post-CTS sizing | 0 |
| Distinct lib cells | roughly 100 |
| CP Class | flip-flop to output pin |
| Inserted Clock Buffers | 3 |
| Post-Syn Area per Cell | around 7.3 µm² |
| Via count of the routed design | 19700 |
| Crit path arrival time | 2.23 ns |
| Slew headroom | 21.5% |
| Crit Path Max Fanout | ~58 |
| Reg clk slew, reported paths | 0.04 ns |
| Setup Viol. Count Final | 0 |
| Yosys stat cell total | 2299 |
| Worst Setup Slack, final | between 2 and 3 ns |
| Number of global-route vias before repair | 18100 |
| Top-count cell post-synth | nor2_1 |
| Commonest cells in the netlist | 278 x nor2_1, 180 x ha_1, 162 x nand2_1 |
| Chip Area, Yosys | 0.0169 mm² |
| Mapped Cells | between 2000 and 2500 |
| Flip-flops with a built-in enable | 0 |
| Area leader share | 13.6% |
| Pin count of the biggest net entering global routing | 78 |
| RSZ-0062 raised after global routing | false |
| Synth warn | 0 |
| Synth async-reset ratio | 94.0% |
| LEAKAGE | between 7 and 8 nW |
| DR vias/cell | 6.45 |
| Row cnt | ~86 |
| Pwr per Cell Area | between 300 and 400 mW/mm² |
| Remaining Overflow, GRT | 0 |
| Fill count | 5850 |
| H-tree depth | 1 |
| Max_cap viols | 0 |
| Cycle use final | a little over half |
| Layout cell share with drive strength beyond 1 | 8.98% |
| Fin Clk Skew | 0.000728 ns |
| Setup slack, reg-to-reg | 4.30 ns |
| Synth Cell Area | about 0.017 mm² |
| Die width | 239 µm |
| DR iter-0 viols | about 2200 |
| Number of synthesized register bits | 100 |
| Register pins left without a clock | 88 |
| # IOs | 21 |
[cell families (layout without fill, tap and decap cells)]
| logic type | Yosys count | after routing | share of synthesized area (%) |
|---|---|---|---|
| simple gates | 953 | 953 | 29.8 |
| compound gates | 803 | 803 | 34.4 |
| buf+inv | 225 | 219 | 5.64 |
| fa+ha+maj | 180 | 180 | 13.3 |
| flops | 100 | 100 | 14.7 |
| xor+xnor | 20 | 20 | 1.04 |
| mux | 17 | 17 | 1.05 |
| other cells | 1 | 5 | 0.0222 |
[layout by cell type, fill, tap and decap left out, drive strengths merged, types with 31 or more instances in the layout]
cell type,instances
dfrtp,92
o211ai,43
o21bai,63
o21ai,133
nand4,31
and2,87
nor3,52
nor2,278
buf,100
a31oi,37
nor2b,52
a211oi,45
inv,97
nand2,162
nand3,59
ha,180
nand2b,45
o221ai,33
a21oi,131
[power by group]
part	internal (W)	total, W	switching [W]
Combinational	0.00193	0.00654	0.00461
Sequential	0.000423	0.000562	0.000139
Clock	0.0000926	0.000122	0.0000296
Total	0.00244	0.00722	0.00478
[metrics by stage]
step	util (%)	hold slack (ns)	instances	area, µm²
floorplan	-	0.448	2300	16900
global placement	32.9	0.215	3038	18200
detailed placement	32.9	0.221	3038	18200
CTS	33.1	0.225	3042	18300
global route	33.1	0.249	3042	18300
finish	33.1	0.203	3045	18300
[worst max-delay path, stage by stage (launching register included)]
cell,delay [ns]
dfstp_2,0.55
nand2b_4,0.36
inv_4,0.51
clkdlybuf4s50_1,0.55
[layout make-up]
| type | instances | area, µm² | area share (%) |
|---|---|---|---|
| well taps | 748 | 936 | 5.11 |
| inverters | 97 | 369 | 2.02 |
| multi-input cells | 1975 | 13500 | 73.7 |
| flip-flops and latches | 100 | 2470 | 13.5 |
| diodes | 3 | 7.51 | 0.0410 |
| repair buffers | 118 | 931 | 5.08 |
| clock buffers | 4 | 88.8 | 0.485 |
[routing by layer]
metal	part of all wire, %	global-route usage, %
met5	0.011	0
met4	5.7	15.0
met3	10	7.46
met2	41	46.5
met1	43	47.0
[flip-flops by register name, summed over array words and instances (netlist names)]
name and flops:
top.control_unit.game_logic.winner 2, top.input_proc.confirm2 1, top.control_unit.game_logic.win 2, top.input_proc.reset 1
top.input_proc.column 3, top.input_proc.confirm1 1, top.control_unit.state 4, top.control_unit.game_logic.grid 84
top.control_unit.current_player 2
[worst paths after layout]
kind,end,cells past startpoint
max,HEX0[0],3
min,top.control_unit.state[3]$_DFF_PP0_,1
max reg2reg,top.control_unit.state[2]$_DFF_PP0_,5
min reg2reg,top.control_unit.state[3]$_DFF_PP0_,1
max in group asynchronous,top.control_unit.current_player[0]$_DFFE_PP1P_,1
min in group clk0,top.control_unit.state[2]$_DFF_PP0_,1
No activity file was given, so power comes from the tool's default toggle rates.
